==> ./design.v <==
`timescale 1ns / 1ps
module decode(
    input [3:0] address,
    input frame_n,
    input valid_n,
    input request,
    input din,
    output reg [15:0] frame_o,
    output reg [15:0] valid_o,
    output reg [15:0] dout,
    output reg [15:0] request_o
    );
    always @(*) begin
        if(!request) begin
            frame_o=16'bxxxxxxxxxxxxxxxx;
            valid_o=16'bxxxxxxxxxxxxxxxx;
            dout=16'bxxxxxxxxxxxxxxxx;
            request_o=16'd0;
        end
        else if(request) begin
            frame_o[address]=frame_n;
            valid_o[address]=valid_n;
            dout[address]=din;
            request_o[address]=request;
        end
    end
endmodule
`timescale 1ns / 1ps
module fsm_router(
    input clk,
    input reset_n,
    input frame_n,
    input valid_n,
    input din,
    output [3:0] address,
    output frame_ntemp,
    output valid_ntemp,
    output din_temp,
    output request
    );
    reg [3:0] ADDRESS;
    reg VALID_O;
    reg FRAME_O;
    reg DOUT;
    reg RQS;
    reg [2:0] state;
    reg check;
    assign address=ADDRESS;
    assign frame_ntemp=FRAME_O;
    assign valid_ntemp=VALID_O;
    assign din_temp=DOUT;
    assign request=RQS;
    parameter INIT=3'b000,ADD_0=3'b001,ADD_1=3'b010,ADD_2=3'b011,ADD_3=3'b100,PADDING=3'b101,LAUNCH_RQS=3'b110,FINISH=3'b111;
    always @(posedge clk or negedge reset_n) begin
        if(!reset_n) begin
            ADDRESS=4'dx;
            VALID_O=1'bx;
            FRAME_O=1'bx;
            DOUT=1'bx;
            RQS=1'b0;
            state=INIT;
            check=0;
        end
        else begin
            if(state==INIT ) begin
                if(!frame_n) begin
                state<=ADD_0;
                ADDRESS[0]=din;
                VALID_O=1'bx;
                FRAME_O=1'bx;
                DOUT=1'bx;
                RQS=1'b0;
                end
                else begin
                state<=state;
                ADDRESS=4'bxxxx;
                VALID_O=1'bx;
                FRAME_O=1'bx;
                DOUT=1'bx;
                RQS=1'b0;
                end
            end
            if(state==ADD_0 && frame_n==0) begin
                state<=ADD_1;
                ADDRESS[1]=din;
                VALID_O=1'bx;
                FRAME_O=1'bx;
                DOUT=1'bx;
                RQS=1'b0;
            end
            if(state==ADD_1 && frame_n==0) begin
                state<=ADD_2;
                ADDRESS[2]=din;
                VALID_O=1'bx;
                FRAME_O=1'bx;
                DOUT=1'bx;
                RQS=1'b0;
            end
            if(state==ADD_2 && frame_n==0) begin
                state<=ADD_3;
                ADDRESS[3]=din;
                VALID_O=1'bx;
                FRAME_O=1'bx;
                DOUT=1'bx;
                RQS=1'b0;
            end
            if(state==ADD_3) begin
                if(valid_n) begin
                    state<=PADDING;
                    VALID_O=valid_n;
                    FRAME_O=frame_n;
                    DOUT=1'bx;
                    RQS=RQS;
                end
                else if(frame_n) begin
                    state<=INIT;
                    VALID_O=1'bx;
                    FRAME_O=1'bx;
                    DOUT=1'bx;
                    RQS=1'b0;
                    ADDRESS=3'bxxx;
                end
                else if(!frame_n&!valid_n) begin
                    state<=LAUNCH_RQS;
                    VALID_O=valid_n;
                    FRAME_O=frame_n;
                    DOUT=din;
                    RQS=1'b1;
                end
            end
            if(state==PADDING) begin
                 if(valid_n) begin
                    state<=PADDING;
                    VALID_O=valid_n;
                    FRAME_O=frame_n;
                    DOUT=1'bx;
                    RQS=RQS;
                    ADDRESS=ADDRESS;
                end
                else if(frame_n)begin
                    state<=INIT;
                    VALID_O=1'bx;
                    FRAME_O=1'bx;
                    DOUT=1'bx;
                    RQS=1'b0;
                    ADDRESS=3'bxxx;
                end
                else if(!valid_n&!frame_n) begin
                    state<=LAUNCH_RQS;
                    VALID_O=valid_n;
                    FRAME_O=frame_n;
                    DOUT=din;
                    RQS=1'b1;
                    ADDRESS=ADDRESS;
                end
            end
            if(state==LAUNCH_RQS) begin
                if(frame_n) begin
                    state<=FINISH;
                    VALID_O=valid_n;
                    FRAME_O=frame_n;
                    DOUT=(valid_n)?1'bx:din;
                    RQS=RQS;
                    ADDRESS=ADDRESS;
                    check=1;
                end
                else if(valid_n) begin
                    state<=state;
                    VALID_O=valid_n;
                    FRAME_O=frame_n;
                    DOUT=1'bx;
                    RQS=RQS;
                    ADDRESS=ADDRESS;
                end
                else if(!frame_n&!valid_n) begin
                    state<=state;
                    VALID_O=valid_n;
                    FRAME_O=frame_n;
                    DOUT=din;
                    RQS=RQS;
                    ADDRESS=ADDRESS;
                end
            end
            if (state==FINISH) begin
                if(valid_n&frame_n) begin
                    state<=state;
                    VALID_O=valid_n;
                    FRAME_O=frame_n;
                    DOUT=1'bx;
                    RQS=RQS;
                    ADDRESS=ADDRESS;
                    check=0;
                end
                else if(!valid_n&frame_n) begin
                    state<=INIT;
                    VALID_O=(check)?1'bx:valid_n;
                    FRAME_O=(check)?1'bx:frame_n;
                    DOUT=(check)?1'bx:din;
                    RQS=(check)?1'b0:RQS;
                    ADDRESS=(check)?4'bxxxx:ADDRESS;
                end
            end
        end
    end
endmodule
`timescale 1ns / 1ps
module router2decode(
    input clk,
    input reset_n,
    input frame_n,
    input valid_n,
    input din,
    output [15:0] frame_o,
    output [15:0] valid_o,
    output [15:0] dout,
    output [15:0] request
    );
    wire [3:0] address;
    wire frame_ntemp;
    wire valid_ntemp;
    wire din_temp;
    wire rqs;
    fsm_router DUT(.clk(clk),.reset_n(reset_n),.frame_n(frame_n),.valid_n(valid_n),.din(din),.address(address),.frame_ntemp(frame_ntemp),.valid_ntemp(valid_ntemp),.din_temp(din_temp),.request(rqs));
    decode DUT0(.address(address),.valid_n(valid_ntemp),.frame_n(frame_ntemp),.request(rqs),.din(din_temp),.frame_o(frame_o),.valid_o(valid_o),.dout(dout),.request_o(request)); 
endmodule
==> ./run.sh <==
#!/bin/bash
# OpenROAD 26Q1-2900-gdf79404cd8, Yosys 0.63+post, stock flow scripts
make -C /OpenROAD-flow-scripts/flow DESIGN_CONFIG=/design/flow/config.mk WORK_HOME=/design/flow/orfs finish
==> ./config.mk <==
export PLATFORM = sky130hd
export DESIGN_NAME = router2decode
export DESIGN_NICKNAME = router2decode
export VERILOG_FILES = /design/flow/design.v
export SDC_FILE = /design/flow/constraint.sdc
export NUM_CORES = 4
export LEC_CHECK = 1
export CORE_UTILIZATION = 30
==> ./constraint.sdc <==
current_design router2decode

set clk_period 1.4
set clk_io_pct 0.2

create_clock -name clk0 -period $clk_period [get_ports {clk}]

set non_clock_inputs [all_inputs -no_clocks]
set_input_delay [expr $clk_period * $clk_io_pct] -clock clk0 $non_clock_inputs
set_output_delay [expr $clk_period * $clk_io_pct] -clock clk0 [all_outputs]
==> impl_metrics.json <==
{
  "worst_setup_path_end_kind": "register",
  "routedLengthMet1_um": 2040,
  "worstSetupStartpointType": "register",
  "cts_post_setup_buffers_inserted": 0,
  "cts-buffers-inserted": 3,
  "floorplan.rows": 29,
  "synthCells": 176,
  "clockBufferDepth": 2,
  "critical_path.max_stage_delay_ps": 440,
  "die.size.y_um": 82.7,
  "drt-vias-per-instance": 4.54,
  "critical_path.cell_chain": "nor3_2 -> nor2_1 -> o22ai_1 -> mux2_1",
  "final_layout_size_suffix_gt1_share_pct": 12.8,
  "wl_um": 4400,
  "worst_slew_margin_rel_pct": 74.4,
  "pre_cts_slack_ps": -330,
  "number_of_warnings_in_the_stage_logs": 26,
  "detail-route-antenna-nets": 0,
  "final_layout_top_logic_cells": "clkdlybuf4s50_1 (66), dlxtn_1 (64), buf_4 (19)",
  "quantity_of_hold_fixing_buffers_added_after_cts": 0,
  "buffer_ports.inserted": 68,
  "fin_util_pct": 45.4,
  "highest-signal-layer": "met3",
  "skew_ps": 2.95,
  "leakage_nw": 1.28,
  "worst_slew_pin_slew_ps": 379,
  "areaGrowthSynthToFinish_pct": 46.8,
  "cts.clk_slew.worst_paths_ps": 70,
  "setup_viol_count_final": 0,
  "hold_viol_final": 0,
  "cts_tree": "built",
  "yosys_area_um2": 1950,
  "ff2ff_path_depth": 4,
  "met3_length_um": 232,
  "met2_wirelength_um": 2120,
  "dp_hpwl_um": 3240,
  "slew_violations": 0,
  "initial_core_util_pct": 30.9,
  "cts_root_buffer": "clkbuf_8",
  "yosys.cell_types.count": 32,
  "final.setup.worst_slack_ps": 35.8,
  "power.share.combinational_pct": 38.5,
  "synth_flop_count": 81,
  "switching_share_pct": 34.9,
  "power.density_nw_per_um2": 1060,
  "seq_power_share_pct": 49.3,
  "num_antenna_cells": 0,
  "number_of_global_route_vias_before_repair": 1308,
  "largest_net_degree_at_the_start_of_global_routing": 19,
  "die_width_um": 82.7,
  "cell_with_the_largest_stage_delay_on_the_worst_path": "dfrtp_2",
  "io_pins": 69,
  "drtPass1Iterations": 4,
  "cts_max_level": 1,
  "timing.fmax_ghz": 0.733,
  "worst_min_path_class": "input port to async pin",
  "register_pins_left_without_a_clock": 64,
  "globalRouteTotalUtil_pct": 13.5,
  "power_frac_clock_pct": 12.3,
  "crit_arrival_ps": 1500,
  "dominantRegCellSynth": "dlxtn_1",
  "total_switching_power_mw": 1.06,
  "worst_ir_drop_on_vdd_uv": 603,
  "design.core.area_um2": 6310,
  "layout_worst_path_cycle_share_pct": 97.4,
  "wl_cell_um": 13.2,
  "rsz0062_at_grt": "yes",
  "grt_first_pass_wirelength_um": 6820,
  "postSynthAreaPerCell_um2": 11.1,
  "untimed_endpoints": 128,
  "final.min_clock_period_ps": 1360,
  "grt_remaining_overflow": 0,
  "post-route-drc-count": 0,
  "number_of_max_cap_violations": 0,
  "post_synth_tally_of_flip_flops_with_integrated_enable": 0,
  "outcome": "finished, final reports clean",
  "gpl.final_weighted_congestion": 0.779,
  "syn-cell-area_um2": 1950,
  "dieArea_um2": 6830,
  "most_common_cell_after_layout_fill_and_taps_aside": "clkdlybuf4s50_1",
  "drt_iter0_markers": 57,
  "worst_ep_required_time_ps": 1540,
  "yosysWarnings": 2,
  "cells_yosys": 176,
  "clock_insertion_delay_worst_skew_ps": 250,
  "number_of_vias_in_the_routed_layout": 1517,
  "type_of_the_setup_path_with_the_least_slack": "register to register",
  "asr_flop_ratio_synth_pct": 21.0,
  "cellInternalPower_mw": 1.97,
  "initial_antenna_violation_count": 0,
  "crit_fanout": 5
}
## what timing repair did
action | CTS | global route
resized | 1 | 2
cloned | 0 | 0
endpoints found under the setup margin | 3 | 2
## sequential cells by signal, indices dropped and copies added (netlist names)
name,flops
DUT0.dout,16
DUT0.frame_o,16
DUT0.request_o,16
DUT0.valid_o,16
DUT.state,8
DUT.ADDRESS,4
DUT.DOUT,1
DUT.FRAME_O,1
DUT.RQS,1
DUT.VALID_O,1
DUT.check,1
## critical path: cells and delay by family (launching register included)
family / cells / cell delay, ps
compound gates: 1 / 180
flops: 1 / 440
mux: 1 / 340
simple gates: 2 / 290
## Yosys cell counts (all sizes together) (2+ instances only)
cell type | number | area share [%]
a31oi | 7 | 2.2
buf | 8 | 2.4
nor2b | 9 | 2.9
mux2i | 5 | 2.6
clkbuf | 2 | 0.38
nand2 | 12 | 2.3
o22ai | 4 | 1.3
nor2 | 12 | 2.4
a21oi | 16 | 4.3
o21ai | 2 | 0.51
nor3 | 4 | 1.5
dfrtp | 16 | 21
dlxtn | 64 | 49
## final cells by class
cell class                      instances  area, µm²
Fill cell                             585       3450
Sequential cell                        81       1390
Timing Repair Buffer                   87        825
Multi-Input combinational cell         83        502
Tap cell                               77       96.3
Clock buffer                            3       41.3
Inverter                                2       7.51
Clock inverter                          1       5.00
## logic make-up after synthesis
| kind of cell | Yosys count | share of synthesized area [%] |
|---|---|---|
| DFF | 17 | 21.9 |
| AOI/OAI and AO/OA | 38 | 12.8 |
| buffers and inverters | 12 | 3.20 |
| latches | 64 | 49.2 |
| and+or+nand+nor | 39 | 9.81 |
| muxes | 6 | 3.14 |
## routing by layer
layer / vias to the layer above / GRT usage (%)
li1: 757 / -
met1: 711 / 20.9
met2: 49 / 22.3
met3: 0 / 1.34
met4: 0 / 0.690
met5: - / 0
## worst paths after layout
path / start / end / slack (ps)
setup reg to reg: DUT.state[1] / DUT.DOUT / 40
min in group clk0: DUT.DOUT / DUT.DOUT / 500
hold reg to reg: DUT.DOUT / DUT.DOUT / 500
setup / recovery: DUT.state[1] / DUT.DOUT / 40
max in group asynchronous: reset_n / DUT.state[0] / 790
hold / removal: reset_n / DUT.state[5] / 350
## stage by stage
step	power (mW)	area [µm²]	instances	TNS, ps	hold slack, ps
2_1_floorplan	2.11	1950	176	0	-15.6
3_5_place_dp	2.69	2820	330	-2010	483
3_3_place_gp	2.67	2820	330	-1450	478
6_report	3.03	2870	334	0	346
4_1_cts	3.07	2860	334	0	350
5_1_grt	3.27	2870	334	-45.2	375
## power groups by stage
stage | clock network, mW | registers, mW | logic [mW]
CTS | 0.382 | 1.49 | 1.20
global route | 0.412 | 1.53 | 1.32
finish | 0.371 | 1.49 | 1.17
No activity file was given, so power comes from the tool's default toggle rates.
